**./run.sh**
```bash
#!/bin/bash
# OpenROAD 26Q1-2900-gdf79404cd8, Yosys 0.63+post, stock flow scripts
make -C /OpenROAD-flow-scripts/flow DESIGN_CONFIG=/design/flow/config.mk WORK_HOME=/design/flow/orfs finish
```
**./config.mk**
```make
export PLATFORM = sky130hd
export DESIGN_NAME = lab6
export DESIGN_NICKNAME = lab6
export VERILOG_FILES = /design/flow/design.v
export SDC_FILE = /design/flow/constraint.sdc
export NUM_CORES = 4
export LEC_CHECK = 1
export CORE_UTILIZATION = 30
```
**./constraint.sdc**
```tcl
current_design lab6

set clk_period 7.1
set clk_io_pct 0.2

create_clock -name clk0 -period $clk_period [get_ports {clk}]

set non_clock_inputs [all_inputs -no_clocks]
set_input_delay [expr $clk_period * $clk_io_pct] -clock clk0 $non_clock_inputs
set_output_delay [expr $clk_period * $clk_io_pct] -clock clk0 [all_outputs]
```
**./design.v**
```verilog
`timescale 1ns / 1ps
module lab6(
  input  clk,
  input  reset_n,
  input  [3:0] usr_btn,
  output [3:0] usr_led,
  input  uart_rx,
  output uart_tx
);
localparam [2:0] S_MAIN_INIT = 0,
                 S_MAIN_PROMPT1 = 1, S_MAIN_READ_NUM1 = 2,
                 S_MAIN_PROMPT2=3, S_MAIN_READ_NUM2 =4,
                 S_MAIN_COMPUTE=5,S_MAIN_REPLY=6;
localparam [1:0] S_UART_IDLE = 0, S_UART_WAIT = 1,
                 S_UART_SEND = 2, S_UART_INCR = 3;
localparam INIT_DELAY = 100_000;  
localparam MEM_SIZE=128;
localparam MAIN_PROMPT_STR=0;
localparam SECOND_PROMPT_STR=34;
localparam DIVISION_REPLY=69;
reg [16-1:0] A;
reg [16-1:0] B;
reg [16-1:0] ans=16'b0;
reg [16-1:0] remainder=16'b0;
integer counter=15;
wire enter_pressed;
wire print_enable, print_done;
reg [$clog2(MEM_SIZE):0] send_counter;
reg [2:0] P, P_next;
reg [1:0] Q, Q_next;
reg [$clog2(INIT_DELAY):0] init_counter;
reg [7:0] data[0:MEM_SIZE-1];
wire transmit;
wire received;
wire [7:0] rx_byte;
reg  [7:0] rx_temp;   
wire [7:0] tx_byte;
wire key_input;
wire is_receiving;
wire is_transmitting;
wire recv_error;
reg finish;
wire DIV_finish;
uart uart(
  .clk(clk),
  .rst(~reset_n),
  .rx(uart_rx),
  .tx(uart_tx),
  .transmit(transmit),
  .tx_byte(tx_byte),
  .received(received),
  .rx_byte(rx_byte),
  .is_receiving(is_receiving),
  .is_transmitting(is_transmitting),
  .recv_error(recv_error)
);
always@(posedge clk)begin
    if(~reset_n)begin
        {data[0],data[1],data[2],data[3],data[4],data[5],data[6],data[7],data[8],data[9],data[10],data[11],data[12],data[13],data[14],data[15],data[16],data[17],
        data[18],data[19],data[20],data[21],data[22],data[23],data[24],data[25],data[26],data[27],data[28],data[29],data[30],data[31],data[32],data[33]}
        <={8'h0D,8'h0A,"Enter the first decimal number:",8'h00};    
    end
    else begin
        {data[34],data[35],data[36],data[37],data[38],data[39],data[40],data[41],data[42],data[43],data[44],data[45],data[46],data[47],data[48],data[49],data[50],data[51],
        data[52],data[53],data[54],data[55],data[56],data[57],data[58],data[59],data[60],data[61],data[62],data[63],data[64],data[65],data[66],data[67],data[68]}
        <={8'h0D,8'h0A,"Enter the second decimal number:",8'h00};  
        {data[69],data[70],data[71],data[72],data[73],data[74],data[75],data[76],data[77],data[78],data[79],data[80],data[81],data[82],
        data[83],data[84],data[85],data[86],data[87],data[88],data[89],data[90],data[91],data[92],data[93],data[94],data[95],data[96],data[97]}
        <={8'h0D,8'h0A,"The integer quotient is: 0x"};
        data[98] <= (ans[15:12] > 9) ? ans[15:12] + 55 : ans[15:12] + 48 ;
        data[99] <= (ans[11:8] > 9) ?  ans[11:8] + 55 : ans[11:8] + 48 ;
        data[100] <= (ans[7:4] > 9) ? ans[7:4] + 55 : ans[7:4] + 48 ;
        data[101] <= (ans[3:0] > 9) ? ans[3:0] + 55 : ans[3:0] +48 ;     
    end
end
assign usr_led = counter;
assign enter_pressed = (rx_temp == 8'h0D);  
assign key_input=(rx_temp == 8'h30 || rx_temp == 8'h31 || rx_temp == 8'h32 || rx_temp == 8'h33 || rx_temp == 8'h34 || rx_temp == 8'h35 || rx_temp == 8'h36 || rx_temp == 8'h37 || rx_temp == 8'h38 || rx_temp == 8'h39);
assign tx_byte  = key_input ? rx_byte : data[send_counter]; 
assign print_enable = (P == S_MAIN_PROMPT1 || P == S_MAIN_PROMPT2 || P == S_MAIN_REPLY );
assign print_done = (Q==S_UART_INCR) ? (tx_byte == 8'h00) : ~print_enable;
assign DIV_finish = finish;
assign transmit = (Q_next == S_UART_WAIT || key_input);
always @(posedge clk) begin
  if (~reset_n) P <= S_MAIN_INIT;
  else P <= P_next;
end
always @(*) begin  
  case (P)
    S_MAIN_INIT:  
	   if (init_counter < INIT_DELAY) P_next = S_MAIN_INIT;
		else P_next = S_MAIN_PROMPT1;
    S_MAIN_PROMPT1:  
      if (print_done) P_next = S_MAIN_READ_NUM1;
      else P_next = S_MAIN_PROMPT1;
    S_MAIN_READ_NUM1:  
      if (enter_pressed) P_next = S_MAIN_PROMPT2;
      else P_next = S_MAIN_READ_NUM1;
    S_MAIN_PROMPT2:
      if(print_done) P_next = S_MAIN_READ_NUM2;
      else P_next = S_MAIN_PROMPT2;
    S_MAIN_READ_NUM2:
      if(enter_pressed) P_next = S_MAIN_COMPUTE;
      else P_next = S_MAIN_READ_NUM2;
    S_MAIN_COMPUTE:
        if(DIV_finish) P_next = S_MAIN_REPLY;
        else P_next = S_MAIN_COMPUTE;
    S_MAIN_REPLY:  
      if (print_done) P_next = S_MAIN_INIT;
      else P_next = S_MAIN_REPLY;
  endcase
end
always @(posedge clk) begin
  if (P == S_MAIN_INIT) init_counter <= init_counter + 1;
  else init_counter <= 0;
end
always@(posedge clk)begin
    if(~reset_n)begin
        A[16-1:0] <= 16'b0;
        B[16-1:0] <= 16'b0;
        ans [16-1:0] <= 16'b0;
        remainder [16-1:0] <= 16'b0;
        finish <= 1'b0;
        counter<=16;         
    end
    if(P == S_MAIN_INIT)begin
         A[16-1:0] <= 16'b0;
         B[16-1:0] <= 16'b0;
        ans [16-1:0] <= 16'b0;
        remainder [16-1:0] <= 16'b0;
        finish <= 1'b0; 
        counter<=16;             
    end
    if(P==S_MAIN_READ_NUM1 && key_input)begin
        A<=A*10+(rx_temp-48);
    end
    if(P==S_MAIN_READ_NUM2 && key_input)begin
        B<=B*10+(rx_temp-48);
    end
    if(P==S_MAIN_COMPUTE && !finish)begin
        for(counter=16; counter>0; counter=counter-1)begin    
            remainder = {remainder[14:0],A[counter-1]};
            if(remainder >= B)begin
                remainder = remainder - B;
                ans[counter-1]=1'b1;
            end
        end
        if(counter <= 0)begin
            finish=1'b1;
        end
    end 
end
always @(posedge clk) begin
  if (~reset_n) Q <= S_UART_IDLE;
  else Q <= Q_next;
end
always @(*) begin  
  case (Q)
    S_UART_IDLE:  
      if (print_enable) Q_next = S_UART_WAIT;
      else Q_next = S_UART_IDLE;
    S_UART_WAIT:  
      if (is_transmitting == 1) Q_next = S_UART_SEND;
      else Q_next = S_UART_WAIT;
    S_UART_SEND:  
      if (is_transmitting == 0) Q_next = S_UART_INCR;  
      else Q_next = S_UART_SEND;
    S_UART_INCR:
      if (tx_byte == 8'h0) Q_next = S_UART_IDLE;  
      else Q_next = S_UART_WAIT;
  endcase
end
always @(posedge clk) begin
  case (P_next)
    S_MAIN_INIT: send_counter <= MAIN_PROMPT_STR;
    S_MAIN_READ_NUM1: send_counter <= SECOND_PROMPT_STR;
    S_MAIN_READ_NUM2: send_counter <= DIVISION_REPLY;
    default: send_counter <= send_counter + (Q_next == S_UART_INCR);
  endcase
end
always @(posedge clk) begin
  rx_temp <= (received)? rx_byte : 8'h0;
end
endmodule
`timescale 1ns / 1ps
module uart(
    input clk,  
    input rst,  
    input rx,   
    output tx,  
    input transmit,          
    input [7:0] tx_byte,     
    output received,         
    output [7:0] rx_byte,    
    output is_receiving,     
    output is_transmitting,  
    output recv_error        
    );
parameter CLOCK_DIVIDE = 651;  
parameter RX_IDLE = 0;
parameter RX_CHECK_START = 1;
parameter RX_READ_BITS = 2;
parameter RX_CHECK_STOP = 3;
parameter RX_DELAY_RESTART = 4;
parameter RX_ERROR = 5;
parameter RX_RECEIVED = 6;
parameter TX_IDLE = 0;
parameter TX_SENDING = 1;
parameter TX_DELAY_RESTART = 2;
reg [10:0] rx_clk_divider = CLOCK_DIVIDE;
reg [10:0] tx_clk_divider = CLOCK_DIVIDE;
reg       rx_ff;
reg [2:0] recv_state = RX_IDLE;
reg [5:0] rx_countdown;
reg [3:0] rx_bits_remaining;
reg [7:0] rx_data;
reg tx_out = 1;
reg [1:0] tx_state = TX_IDLE;
reg [5:0] tx_countdown;
reg [3:0] tx_bits_remaining;
reg [7:0] tx_data;
assign received = (recv_state == RX_RECEIVED);
assign recv_error = (recv_state == RX_ERROR);
assign is_receiving = (recv_state != RX_IDLE);
assign rx_byte = rx_data;
assign tx = tx_out;
assign is_transmitting = tx_state != TX_IDLE;
always @(posedge clk) begin
  if (rst) begin
    recv_state = RX_IDLE;
    tx_state = TX_IDLE;
  end
  else begin
    rx_ff <= rx;
  end
  rx_clk_divider = rx_clk_divider - 1;
  if (!rx_clk_divider) begin
    rx_clk_divider = CLOCK_DIVIDE;
    rx_countdown = rx_countdown - 1;
  end
  tx_clk_divider = tx_clk_divider - 1;
  if (!tx_clk_divider) begin
    tx_clk_divider = CLOCK_DIVIDE;
    tx_countdown = tx_countdown - 1;
  end
  case (recv_state)
    RX_IDLE: begin
      if (!rx_ff) begin
        rx_clk_divider = CLOCK_DIVIDE;
        rx_countdown = 8;
        recv_state = RX_CHECK_START;
      end
    end
    RX_CHECK_START: begin
      if (!rx_countdown) begin
        if (!rx_ff) begin
          rx_countdown = 16;
          rx_bits_remaining = 8;
          recv_state = RX_READ_BITS;
        end else begin
          recv_state = RX_ERROR;
        end
      end
    end
    RX_READ_BITS: begin
      if (!rx_countdown) begin
        rx_data = {rx_ff, rx_data[7:1]};
        rx_countdown = 16;
        rx_bits_remaining = rx_bits_remaining - 1;
        recv_state = rx_bits_remaining ? RX_READ_BITS : RX_CHECK_STOP;
      end
    end
    RX_CHECK_STOP: begin
      if (!rx_countdown) begin
        recv_state = rx_ff ? RX_RECEIVED : RX_ERROR;
      end
    end
    RX_DELAY_RESTART: begin
      recv_state = rx_countdown ? RX_DELAY_RESTART : RX_IDLE;
    end
    RX_ERROR: begin
      rx_countdown = 32;
      recv_state = RX_DELAY_RESTART;
    end
    RX_RECEIVED: begin
      recv_state = RX_IDLE;
    end
    default: recv_state = RX_IDLE;
  endcase
  case (tx_state)
    TX_IDLE: begin
      if (transmit) begin
        tx_data = tx_byte;
        tx_clk_divider = CLOCK_DIVIDE;
        tx_countdown = 16;
        tx_out = 0;
        tx_bits_remaining = 8;
        tx_state = TX_SENDING;
      end
    end
    TX_SENDING: begin
      if (!tx_countdown) begin
        if (tx_bits_remaining) begin
          tx_bits_remaining = tx_bits_remaining - 1;
          tx_out = tx_data[0];
          tx_data = {1'b0, tx_data[7:1]};
          tx_countdown = 16;
          tx_state = TX_SENDING;
        end else begin
          tx_out = 1;
          tx_countdown = 32;
          tx_state = TX_DELAY_RESTART;
        end
      end
    end
    TX_DELAY_RESTART: begin
      tx_state = tx_countdown ? TX_DELAY_RESTART : TX_IDLE;
    end
    default: tx_state = TX_IDLE;
  endcase
end
endmodule
```
==> flow_summary.yaml <==
# implementation run metrics
timing:
  slew_headroom_pct: 43.50
  finalCritPeriodShare_pct: 60.60
  max_freq_ghz: 0.2324
  fin_setup_tns_ns: 0
  hold_ws_ns: 0.4567
  hold_viol: 0
  untimed_endpoints: 3
  post-route-min-period_ns: 4.302
  worst_pin_slew_ns: 0.8262
  rsz0062_at_grt: "no"
  setup_violations: 0
  unclocked_pins: 3
  clock_skew_ns: 0.007995
  drv_slew: 0
clock_tree:
  clk_pin_slew_ns: 0.07
  post_cts_buffers: 0
  cts_buffers: 9
  cts_htree_levels: 3
  cts_hold_buf: 0
  insertion_delay_ns: 0.34
  clockBufferDepth: 2
  root_buffer: "clkbuf_16"
  cts.repair.resized: 0
  cts_tree: "built"
global_routing:
  antenna_found_initial: 0
  grt_pass1_vias: 5080
  grt_max_degree: 46
  grt_pass1_wl_um: 24650
  track_usage_pct: 12.71
  grt-ovfl-total: 0
pwr:
  share_comb_of_total_power_pct: 13.8
  power_frac_seq_pct: 52.3
  switching_share_pct: 27.29
  p_int_mw: 1.058
  finalPower_mw: 1.455
  power_density_nw_per_um2: 200.6
  p_leak_nw: 2.498
  p_switching_uw: 397.0
  p_clk_share_pct: 33.9
  ir_drop_mv: 0.1234
layout:
  final_cells: 1047
  layout-drive-gt1-share_pct: 8.083
  register_area_um2: 2407
  area_growth_pct: 6.956
  comb_area_um2: 3970
  fillCellCount: 2223
job:
  cap_violations: 0
  tool_warnings: 32
drt:
  drt-initial-drc-count: 502
  detail-route-antenna-nets: 0
  avgViaCountPerCell: 5.302
  diodes: 0
  wire_per_inst_um: 13.43
  num_vias: 5551
  wirelength_um: 14070
  drtPass1Iterations: 16
  drc: 0
logic_synthesis:
  topCellsByArea: "dfxtp_1 (23%), edfxtp_1 (12%), nor2_1 (5.3%)"
  ys_warn_count: 211
  edf_count: 26
  mux_area_share_pct: 0.9041
  numSynthFlops: 108
  netlist_top_cells_count: "nor2_1 (95), dfxtp_1 (79), nand2_1 (60), xnor2_1 (34), a21oi_1 (31)"
  yosys-stat-cells: 788
  ff_type: "dfxtp_1"
  synthAdderAreaFrac_pct: 2.214
  top_cell_area_share_pct: 23.32
  top_area_cell: "dfxtp_1"
  async_reset_ff_share_pct: 0
  ys_area_um2: 6782
  top_logic_kind: "simple AND/OR/NAND/NOR gates"
  ys_sh_aoi_pct: 18.04
  simple_gate_share_pct: 30.07
  ys_sh_xor_pct: 7.085
  synthCells: 788
  synth.most_common_cell: "nor2_1"
  yosysUniqueCellTypes: 94
  synth.cell_area_um2: 6782
  avgSynthCellArea_um2: 8.606
critical_path:
  end_kind: "flip-flop"
  worstPathArrival_ns: 4.52
  worstPathMaxFanout: 45
  rr_worst_depth: 15
  worstSetupPathType: "reg2reg"
  cp-start-kind: "flip-flop"
  required_ns: 7.32
outcome:
  outcome: "finished, final reports clean"
floorplan:
  die_area_um2: 23210
  initial_core_util_pct: 30.79
  io_pins: 12
  fp.coreArea_um2: 22030
  core.rowCount: 54
  die.size.y_um: 152.4
  fp.dieW_um: 152.4
placed_design:
  dp_hpwl_um: 9500
  gp_congestion: 0.9682
  placed_cells: 1031
  port_buffers: 3
worst_hold_path:
  hp-class: "reg2reg"
  holdPathStages: 1
[sequential cells by signal, summed over array words and instances, names as in the netlist]
name / cells
P: 3
P_next: 3
Q: 4
init_counter: 18
rx_temp: 8
send_counter: 7
uart.recv_state: 3
uart.rx_bits_remaining: 4
uart.rx_clk_divider: 11
uart.rx_countdown: 6
uart.rx_data: 8
uart.rx_ff: 1
uart.tx_bits_remaining: 4
uart.tx_clk_divider: 11
uart.tx_countdown: 6
uart.tx_data: 8
uart.tx_out: 1
uart.tx_state: 2
[critical path, cell delays in order, from the launching register on]
cell       delay (ns)
dfxtp_1          0.31
buf_4            0.35
nand2b_1         0.24
nor3_1           0.09
a2111oi_2        0.40
o2111ai_1        0.36
nor4_2           0.39
a21oi_1          0.17
o21ai_1          0.51
o21ai_0          0.19
a21oi_1          0.29
ha_1             0.26
ha_1             0.22
nand4_1          0.12
xnor2_1          0.18
a21oi_1          0.08
[final cells by class]
| class | instances | share of cell area [%] |
|---|---|---|
| Inverter | 29 | 1.501 |
| Timing Repair Buffer | 15 | 1.656 |
| Tap cell | 280 | 4.830 |
| Sequential cell | 108 | 33.19 |
| Multi-Input combinational cell | 599 | 54.74 |
| Clock inverter | 5 | 0.7418 |
| Clock buffer | 11 | 3.347 |
[cells by family after synthesis]
logic type / count (synthesis)
XOR/XNOR: 54
multiplexers: 6
buffers and inverters: 84
AND/OR/NAND/NOR: 360
adder cells (fa/ha/maj): 12
latches: 3
other: 1
AND-OR/OR-AND: 163
flip-flops: 105
[path summary, 6_finish.rpt]
check                  start         endpoint  slack, ns
max          send_counter[0]  send_counter[6]       2.80
min          init_counter[0]  init_counter[0]       0.46
max reg2reg  send_counter[0]  send_counter[6]       2.80
min reg2reg  init_counter[0]  init_counter[0]       0.46
[per-layer routing]
layer	share of wire (%)	routed length, um	track usage, %
met1	51	7185	19.88
met2	43	6029	19.00
met3	4.5	634	2.144
met4	1.5	216	1.992
met5	0	0	0
[power by group through the flow]
stage	sequential [mW]	combinational [mW]	clock, mW
finish	0.761	0.200	0.494
global route	0.774	0.233	0.542
CTS	0.760	0.202	0.514
[placed cells by master, fill, tap and decap left out, types with 5 or more instances in the layout]
cell / instances
o21ai_0: 24
mux2i_1: 5
nor3b_1: 8
buf_4: 12
o31ai_1: 10
nand4_1: 9
o21ai_1: 5
o211ai_1: 6
a21o_1: 5
and3_1: 10
a32oi_1: 6
or2_2: 6
inv_1: 29
nor2b_1: 13
or4_1: 7
nand2_1: 60
o22ai_1: 5
nor2_1: 95
a21oi_1: 31
xor2_1: 19
clkbuf_16: 9
or3_1: 9
nand4b_1: 9
ha_1: 12
nor3_1: 21
dfxtp_1: 79
xnor2_1: 34
nand2b_1: 10
nand3b_1: 9
a31oi_1: 11
edfxtp_1: 26
nor4_1: 15
nand3_1: 24
and2_1: 15
[through the flow]
stage	area (um^2)	setup slack [ns]	util (%)
final	7253	2.798	32.93
after global routing	7253	2.385	32.93
after CTS	7253	2.886	32.93
after detailed placement	6957	2.916	31.58
after global placement	6957	2.907	31.58
after floorplan	6793	3.428	-
Power is estimated from default activity; no workload was simulated.
